==> flow/design.v <==
module MUL_top (
    input clk,
    input start,
    input [7:0] data_in,
    output done,
    output [15:0] product
);
    wire ldA, ldB, ldP, clrP, decB, eqz;
    MUL_datapath DP (
        .clk(clk),
        .data_in(data_in),
        .ldA(ldA),
        .ldB(ldB),
        .ldP(ldP),
        .clrP(clrP),
        .decB(decB),
        .eqz(eqz),
        .product(product)
    );
    MUL_controller CON (
        .clk(clk),
        .start(start),
        .eqz(eqz),
        .ldA(ldA),
        .ldB(ldB),
        .ldP(ldP),
        .clrP(clrP),
        .decB(decB),
        .done(done)
    );
endmodule
module MUL_datapath (
    input clk,
    input [7:0] data_in,
    input ldA, ldB, ldP, clrP, decB,
    output eqz,
    output reg [15:0] product
);
    reg [15:0] A;
    reg [7:0]  B;
    assign eqz = (B == 0);
    always @(posedge clk) begin
        if (ldA)
            A <= {8'b0, data_in};    
        if (ldB)
            B <= data_in;            
        if (clrP)
            product <= 0;
        if (ldP) begin
            if (B[0])
                product <= product + A;
        end
        if (decB) begin
            A <= A << 1;             
            B <= B >> 1;             
        end
    end
endmodule
module MUL_controller (
    input clk,
    input start,
    input eqz,
    output reg ldA, ldB, ldP, clrP, decB, done
);
    reg [2:0] state;
    parameter IDLE = 3'b000,
              LOAD = 3'b001,
              CALC = 3'b010,
              DONE = 3'b011;
    always @(posedge clk) begin
        case (state)
            IDLE: begin
                done <= 0;
                if (start)
                    state <= LOAD;
            end
            LOAD: begin
                ldA  <= 1;
                ldB  <= 1;
                clrP <= 1;
                state <= CALC;
            end
            CALC: begin
                ldA  <= 0;
                ldB  <= 0;
                clrP <= 0;
                ldP  <= 1;
                decB <= 1;
                if (eqz)
                    state <= DONE;
            end
            DONE: begin
                ldP  <= 0;
                decB <= 0;
                done <= 1;
                state <= IDLE;
            end
            default: state <= IDLE;
        endcase
    end
endmodule
==> flow/run.sh <==
#!/bin/bash
# OpenROAD 26Q1-2900-gdf79404cd8, Yosys 0.63+post, stock flow scripts
make -C /OpenROAD-flow-scripts/flow DESIGN_CONFIG=/design/flow/config.mk WORK_HOME=/design/flow/orfs finish
==> flow/config.mk <==
export PLATFORM = sky130hd
export DESIGN_NAME = MUL_top
export DESIGN_NICKNAME = MUL_top
export VERILOG_FILES = /design/flow/design.v
export SDC_FILE = /design/flow/constraint.sdc
export NUM_CORES = 4
export LEC_CHECK = 1
export CORE_UTILIZATION = 40
==> flow/constraint.sdc <==
current_design MUL_top

set clk_period 4.8
set clk_io_pct 0.2

create_clock -name clk0 -period $clk_period [get_ports {clk}]

set non_clock_inputs [all_inputs -no_clocks]
set_input_delay [expr $clk_period * $clk_io_pct] -clock clk0 $non_clock_inputs
set_output_delay [expr $clk_period * $clk_io_pct] -clock clk0 [all_outputs]
==> impl_metrics.json <==
{
  "area_delta_synth_final_pct": 18.2,
  "cts-root-buf": "clkbuf_8",
  "setup_violations": 0,
  "ys_seq_frac": 0.469,
  "ys_types": 45,
  "row_count": 28,
  "leakage_nw": 1.22,
  "critical-path-top-delay-family": "AND-OR/OR-AND gates",
  "synth_area_sq_um": 2500,
  "top_cell_area_share": 0.324,
  "dr.pass1.iters": 4,
  "cap_violations": 0,
  "yosysTopAreaCell": "edfxtp_1",
  "io_buffers": 26,
  "die_w_um": 81.0,
  "drt-total-wl_um": 4620,
  "gp_congestion": 0.832,
  "grt_pass1_wl_um": 8000,
  "io_pins": 27,
  "cp-end-kind": "flip-flop",
  "ys_seq_elements": 45,
  "fillers": 541,
  "syn_avg_cell_area_sq_um": 10.8,
  "period_minus_slack_ns": 2.38,
  "cp_max_fo": 3,
  "clock_latency_ns": 0.30,
  "async_flop_share": 0,
  "critPathLaunchType": "flip-flop",
  "path_buffers": 0,
  "grt-ovfl-total": 0,
  "flop_cell": "edfxtp_1",
  "cts.clk_slew.worst_paths_ns": 0.09,
  "ant_nets": 0,
  "hpwl_um": 3400,
  "critical_path_class": "flip-flop to flip-flop",
  "initCoreUtil": 0.420,
  "drt_iter0_drc": 148,
  "fp.dieH_um": 81.0,
  "crit_path_cell_trace": "ha_1 > fa_1 > a21o_1 > a32oi_1 > a21oi_1 > a221oi_1 > xor2_1 > o21ai_1",
  "maxSlewHeadroom": 0.612,
  "synth_cells": 231,
  "antenna_found_initial": 0,
  "rsz0062_at_grt": "false",
  "max_stage_delay_ns": 0.41,
  "timing.final.max_slew_violations": 0,
  "place_ws_ns": 2.45,
  "worst_pin_slew_ns": 0.579,
  "hold_path.class": "flip-flop to flip-flop",
  "period_used_share": 0.497,
  "p_per_area_nw_per_um2": 664,
  "top_cells_by_area": "edfxtp_1, dfxtp_1, ha_1",
  "fmax_ghz": 0.420,
  "fin_setup_tns_ns": 0,
  "tritoncts": "done",
  "cts_resized": 0,
  "vias": 1776,
  "remaining_drc_errors": 0,
  "grt_max_degree": 34,
  "design_area_sq_um": 2950,
  "fp.coreArea_sq_um": 5960,
  "status": "complete, no violations",
  "drive_gt1_frac": 0.0965,
  "crit_slowest_cell": "fa_1",
  "clock_path_buffers": 2,
  "skew_ns": 0.0102,
  "vias_per_cell": 5.32,
  "ys_warn_count": 2,
  "cts-buffers-inserted": 5,
  "hold_buffers": 0,
  "yosysCellCount": 231,
  "yosysChipArea_sq_um": 2500,
  "chipArea_sq_um": 6570,
  "required_ns": 4.99,
  "globalRouteTotalUtil": 0.164,
  "setup_slack_ns": 2.42,
  "final-hold-violation-count": 0,
  "htreeDepth": 2,
  "arrival_ns": 2.57,
  "placed_cell_area_sq_um": 2840,
  "edf_count": 27,
  "cts.sinks": 45,
  "ir_worst_vdd_v": 0.000306,
  "diodes": 0,
  "post-cts-setup-buffer-count": 0,
  "first_global_vias": 1751,
  "post_drt_wl_per_cell_um": 13.8,
  "warning_count": 28
}
per-stage QoR:
| step | total power, W | hold slack, ns | utilization | cells |
|---|---|---|---|---|
| finish | 0.00196 | 0.466 | 0.496 | 334 |
| global route | 0.00214 | 0.507 | 0.496 | 334 |
| CTS | 0.00198 | 0.469 | 0.496 | 334 |
| detailed placement | 0.00169 | 0.454 | 0.476 | 326 |
| global placement | 0.00169 | 0.446 | 0.476 | 326 |
| floorplan | 0.00139 | 0.408 | - | 231 |
sequential cells by signal, indices dropped and copies added, names as in the netlist:
name	count
CON.done	1
CON.ldA	1
CON.ldP	1
CON.state	2
DP.A	16
DP.B	8
DP.product	16
cells in the mapped netlist (all sizes together) (4+ instances only):
cell type / number
dfxtp: 18
clkbuf: 8
and2: 11
edfxtp: 27
a21o: 8
ha: 19
nand3: 17
xor2: 4
a22o: 6
and3: 4
xnor2: 5
nor3b: 4
nor2: 7
mux2: 7
nand2: 13
a21oi: 14
o21ai: 18
inv: 7
layout make-up:
class / instances / area, sq um / area share
clock inverter: 3 / 47.5 / 0.0161
inverter: 8 / 30.0 / 0.0102
clock buffer: 5 / 68.8 / 0.0233
sequential: 45 / 1170 / 0.396
timing repair buffer: 28 / 275 / 0.0932
multi-input combinational: 170 / 1270 / 0.429
tap: 75 / 93.8 / 0.0318
logic make-up after synthesis:
| group | Yosys count | share of synthesized area |
|---|---|---|
| adders and majority gates | 20 | 0.103 |
| xor gates and xnor gates | 9 | 0.0315 |
| muxes | 10 | 0.0436 |
| DFF | 45 | 0.469 |
| and+or+nand+nor | 71 | 0.162 |
| buffers and inverters | 16 | 0.0240 |
| AOI/OAI and AO/OA | 60 | 0.167 |
placed cells by master, fill, tap and decap left out, types with 3 or more instances in the layout:
| cell type | netlist | layout |
|---|---|---|
| edfxtp_1 | 27 | 27 |
| clkdlybuf4s50_1 | 0 | 26 |
| ha_1 | 19 | 19 |
| dfxtp_1 | 18 | 18 |
| nand3_1 | 17 | 17 |
| a21oi_1 | 14 | 14 |
| o21ai_0 | 14 | 14 |
| nand2_1 | 13 | 13 |
| and2_1 | 10 | 10 |
| inv_1 | 7 | 7 |
| a21o_1 | 7 | 7 |
| nor2_1 | 7 | 7 |
| mux2_2 | 7 | 7 |
| a22o_1 | 6 | 6 |
| xnor2_1 | 5 | 5 |
| clkbuf_8 | 0 | 5 |
| xor2_1 | 4 | 4 |
| o21ai_1 | 4 | 4 |
| nor3b_1 | 4 | 4 |
| o21a_1 | 3 | 3 |
| mux2i_1 | 3 | 3 |
power by group:
part,internal [W],leakage [nW],switching [W]
Clock,0.000159,0.0591,0.000138
Sequential,0.000636,0.441,0.000125
Combinational,0.000437,0.719,0.000466
Total,0.00123,1.22,0.000730
final timing paths:
path	from	cells past startpoint	end	slack [ns]
worst max register to register	DP.product[0]$_DFF_P_	8	DP.product[14]$_DFF_P_	2.42
worst max-delay path	DP.product[0]$_DFF_P_	8	DP.product[14]$_DFF_P_	2.42
worst min register to register	DP.product[15]$_DFF_P_	1	DP.product[15]$_DFF_P_	0.47
worst min-delay path	DP.product[15]$_DFF_P_	1	DP.product[15]$_DFF_P_	0.47
routing by layer:
metal | vias to the layer above | wire length, um | GRT usage
met2 | 39 | 1880 | 0.239
met4 | 0 | 44 | 0.0161
met3 | 4 | 180 | 0.0342
met5 | - | 0 | 0
li1 | 924 | - | -
met1 | 809 | 2520 | 0.273
Power is estimated from default activity; no workload was simulated.
