==> design/flow/design.v <==
module simple_traffic_fsm (
    input wire clk,
    input wire rst,
    output reg red,
    output reg yellow,
    output reg green
);
    typedef enum logic [1:0] {
        S_RED    = 2'd0,
        S_GREEN  = 2'd1,
        S_YELLOW = 2'd2
    } state_t;
    state_t state, next_state;
    reg [3:0] timer;    
    always @(posedge clk) begin
        if (rst) begin
            state <= S_RED;
            timer <= 5;
        end else begin
            if (timer == 0) begin
                state <= next_state;
                case (next_state)
                    S_RED:    timer <= 5;
                    S_GREEN:  timer <= 5;
                    S_YELLOW: timer <= 2;
                endcase
            end else begin
                timer <= timer - 1;
            end
        end
    end
    always @(*) begin
        case (state)
            S_RED:    next_state = S_GREEN;
            S_GREEN:  next_state = S_YELLOW;
            S_YELLOW: next_state = S_RED;
            default:  next_state = S_RED;
        endcase
    end
    always @(*) begin
        red    = (state == S_RED);
        green  = (state == S_GREEN);
        yellow = (state == S_YELLOW);
    end
endmodule
==> design/flow/run.sh <==
#!/bin/bash
# OpenROAD 26Q1-2900-gdf79404cd8, Yosys 0.63+post, stock flow scripts
make -C /OpenROAD-flow-scripts/flow DESIGN_CONFIG=/design/flow/config.mk WORK_HOME=/design/flow/orfs finish
==> design/flow/config.mk <==
export PLATFORM = sky130hd
export DESIGN_NAME = simple_traffic_fsm
export DESIGN_NICKNAME = simple_traffic_fsm
export VERILOG_FILES = /design/flow/design.v
export SDC_FILE = /design/flow/constraint.sdc
export NUM_CORES = 4
export LEC_CHECK = 1
export CORE_AREA = 10 10 70 70
export DIE_AREA = 0 0 80 80
==> design/flow/constraint.sdc <==
current_design simple_traffic_fsm

set clk_period 2.4
set clk_io_pct 0.2

create_clock -name clk0 -period $clk_period [get_ports {clk}]

set non_clock_inputs [all_inputs -no_clocks]
set_input_delay [expr $clk_period * $clk_io_pct] -clock clk0 $non_clock_inputs
set_output_delay [expr $clk_period * $clk_io_pct] -clock clk0 [all_outputs]
==> qor.csv <==
metric,value,unit
outcome,"complete, no violations",
synth-to-layout area growth,38.1,%
Max-cap violations,0,
first-pass GRT wire length,1010,um
critical path capture point type,primary output,
P per Cell Area,645,mW/mm^2
CP bufs+invs,1,
antenna cells,0,
"Avg Cell Area, Syn",9.27,sq um
Ports,5,
CTS root buffer,clkbuf_4,
Tmin final,1.63,ns
TritonRoute pass-1 iters,1,
Crit-path slowest cell,clkdlybuf4s50_1,
max-slew violation count,0,
FF/Latch Area,140,sq um
clock transition at the registers of the reported paths,0.05,ns
Core Region,0.00342,sq mm
Sw Pwr,0.0000695,W
"final std cell area, no fill",435,sq um
Clk pwr share,37.6,%
Residual DRC,0,
CP max stage delay,0.50,ns
met2 Resource Use GR,2.09,%
"Hold Vio Cnt, Final",0,
Worst R2R Path Depth,5,
"crit path setup slack, layout",0.772,ns
Ys Warns,1,
Buffers on Ports,4,
Slew @ Worst Pin,0.393,ns
Die Ht,80,um
yosys stat area,315,sq um
Max H-tree Level,1,
WL per Instance,6.51,um
post-CTS resize count,0,
achievable frequency,0.614,GHz
slew margin rel.,73.8,%
leakage,0.152,nW
most frequent cells in the layout,"7 x dfxtp_1, 5 x nor2_1, 4 x clkdlybuf4s50_1",
mapped cell area,315,sq um
CP max FO,5,
CTS Sinks,7,
Distinct lib cells used,16,
pre-CTS setup slack,0.778,ns
grt peak-use layer,met1,
Logic pwr share,13.6,%
Gate Count Post-Synth,34,
num rows,21,
met3 Usage GRT,2.27,%
CTS tree,built,
number of OpenROAD warnings,25,
Vias,247,
Die Size,0.00640,sq mm
Synth flops,7,
critical path type,flip-flop to primary output,
initial drt markers,0,
hold buffers post-CTS,0,
Post-synth seq share,44.4,%
Vias/cell,2.84,
Crit path required time,1.92,ns
Post-DRT Antenna Nets,0,
Hold WS,0.522,ns
Worst Clk Skew,0.00157,ns
Seq pwr share,48.8,%
filler cell count,410,
Placed Area,409,sq um
most numerous logic cell after layout,dfxtp_1,
Setup-failing EPs final,0,
ratio of cells with drive above 1 in the final layout,14.6,%
aggregate global-route resource usage,1.98,%
worst path cell trace,clkdlybuf4s50_1,
unrepaired setup endpoints after global routing,false,
Crit path max-delay family,buffers and inverters,
Startpoint Class,flip-flop,
Reg2Reg Setup Slack,1.03,ns
met1 global-route usage,2.56,%
setup repair bufs after CTS,0,
deepest clock path buffer count,2,
Net Sw Frac,24.7,%
stages on the worst setup path,1,
CP arrival,1.15,ns
Init Core Util,9.23,%
final WL,566,um
worst hold stages,2,
GP Congestion,0.677,
Final HPWL DP,415,um
total CTS buffers,3,
yosys cell count,34,
setup_tns,0,ns
Die W,80,um
Multi-input gate area,160,sq um
worst hold-check path type,flip-flop to flip-flop,
largest net degree at the start of global routing,10,
grt ovf,0,
clk latency late pin,0.25,ns
vias in the first global route,241,
Internal,0.000211,W
Tcrit/Tclk final,67.8,%
worst vdd ir,263,uV
initial antenna violation count,0,
==> kinds of logic (layout without fill, tap and decap cells) <==
group,after synthesis,count (layout),synth area share [%]
compound gates,5,5,11.1
fa+ha+maj,1,1,3.97
buf+inv,4,11,4.76
flops,7,7,44.4
mux,3,3,9.52
simple gates,14,14,26.2
==> cell type report <==
cell class                      instances  share of cell area, %
Tap cell                               46                   13.2
Sequential cell                         7                   32.2
Clock buffer                            4                   6.03
Timing Repair Buffer                    4                   9.20
Inverter                                3                   2.59
Multi-Input combinational cell         23                   36.8
==> synth_stat cells <==
cell type	count	area share, %
a21oi_1	2	3.2
and2b_2	1	2.8
clkbuf_1	1	1.2
dfxtp_1	7	44
ha_1	1	4.0
inv_1	3	3.6
mux2i_1	3	9.5
nand2_1	1	1.2
nand2b_1	1	2.0
nand3_1	2	3.2
nor2_1	5	6.0
nor2b_1	1	2.0
nor3_1	2	3.2
nor3b_4	1	6.0
o31a_2	1	3.2
o31ai_1	2	4.8
==> state kept, by name, indices dropped and copies added, names as in the netlist <==
register	flops
timer	4
state	3
==> metal layers <==
metal	routed length, um	part of all wire, %	vias up
li1	-	-	130
met1	289	51	109
met2	187	33	8
met3	89	16	0
met4	0	0	0
met5	0	0	-
==> power groups by stage <==
| stage | logic (W) | clock network [W] | registers [W] |
|---|---|---|---|
| 6_report | 0.0000383 | 0.000106 | 0.000137 |
| 4_1_cts | 0.0000389 | 0.000110 | 0.000137 |
| 5_1_grt | 0.0000445 | 0.000121 | 0.000138 |
==> through the flow <==
step | total power [W] | util [%] | cells
6_report | 0.000281 | 12.7 | 87
5_1_grt | 0.000304 | 12.7 | 87
4_1_cts | 0.000286 | 12.7 | 87
3_5_place_dp | 0.000178 | 12.0 | 83
3_3_place_gp | 0.000176 | 12.0 | 83
2_1_floorplan | 0.000165 | - | 34
==> path summary, 6_finish.rpt <==
check                               from       end
worst max-delay path            state[2]     green
worst min-delay path            state[1]  state[0]
worst max register to register  timer[0]  state[1]
worst min register to register  state[1]  state[0]
Power is estimated from default activity; no workload was simulated.
